--- design.v ---
module regbank_V1 (rdData1,rdData2,wrData,sr1,sr2,dr,clk,rst);
    input clk,rst;
    input [31:0] wrData;
    input [4:0] sr1,sr2,dr;
    output [31:0] rdData1,rdData2;
    integer k;
    reg [31:0] regfile[31:0];
    assign rdData1=regfile[sr1];
    assign rdData2=regfile[sr2];
    always @(posedge clk) begin
        if (rst) begin
            for (k=0;k<=31;k=k+1) begin
                regfile[k]<=31'b0;
            end
        end
        else begin
            regfile[dr]<=wrData;
        end
    end
endmodule
--- run.sh ---
#!/bin/bash
# OpenROAD 26Q1-2900-gdf79404cd8, Yosys 0.63+post, stock flow scripts
make -C /OpenROAD-flow-scripts/flow DESIGN_CONFIG=/design/flow/config.mk WORK_HOME=/design/flow/orfs finish
--- config.mk ---
export PLATFORM = sky130hd
export DESIGN_NAME = regbank_V1
export DESIGN_NICKNAME = regbank_V1
export VERILOG_FILES = /design/flow/design.v
export SDC_FILE = /design/flow/constraint.sdc
export NUM_CORES = 4
export LEC_CHECK = 1
export CORE_UTILIZATION = 40
--- constraint.sdc ---
current_design regbank_V1

set clk_period 6.3
set clk_io_pct 0.2

create_clock -name clk0 -period $clk_period [get_ports {clk}]

set non_clock_inputs [all_inputs -no_clocks]
set_input_delay [expr $clk_period * $clk_io_pct] -clock clk0 $non_clock_inputs
set_output_delay [expr $clk_period * $clk_io_pct] -clock clk0 [all_outputs]
==> notes.md <==
Implementation numbers.

- The run finished with clean final reports.
- The post-CTS setup-driven buffer insertion count is 0.
- The I/O pin total is 113.
- The clock period could shrink to 5.423 ns.
- The mean area per synthesized cell reads 12.24 um2.
- The total DRC errors in the routed layout reads 0.
- The global placement routability congestion reads 0.9014.
- The number of global-route vias before repair was 39520.
- The number of failing hold endpoints at the final stage reads 0.
- The data arrival time of the critical path is 4.16 ns.
- TritonCTS built the clock tree.
- Clock tree synthesis selected as its root buffer the cell sky130_fd_sc_hd__clkbuf_16.
- The total power density per cell area is 268.1 nW/um2.
- The largest register by flop count reads regfile.
- The total of endpoints with negative setup slack in the final report is 0.
- The relative area change from synthesis to final layout is 12.34%.
- The post-synthesis register bit count reads 1024.
- The highest clock frequency the design can meet reads 0.1844 GHz.
- The clock-pin slew of the registers on the worst-case setup and hold paths is 0.06 ns.
- The largest registers in the layout are regfile x1024.
- The via count is 38480.
- Warnings reported by Yosys during synthesis add up to 1.
- The H-tree was split into 3 levels.
- The actual transition at the worst max-transition pin reads 1.018 ns.
- Summed over its instances, the top area cell type makes up 54.01% of the synthesized netlist area.
- Per the final layout report, the fraction of cells sized above drive strength 1 comes to 9.441%.
- The gate count after technology mapping reads 4653.
- The category of the most critical setup path reads in2out.
- The type of the most critical hold path reads in2reg.
- The data required time at the worst endpoint is 5.04 ns.
- The synthesis run shows the most used standard cells to be 1026 x sky130_fd_sc_hd__and2_1, 1024 x sky130_fd_sc_hd__edfxtp_1, 1024 x sky130_fd_sc_hd__mux2i_1, 195 x sky130_fd_sc_hd__nand2_1.
- The fraction of the core area occupied by cells at floorplan is 40.26%.
- After synthesis, the chip area reported by Yosys is 56930 um2.
- The max-capacitance violation count is 0.
- Setup repair after global routing left no endpoint under its margin.
- The leakage power figure reads 24.96 nW.
- The iteration-0 DRC count of the detailed router reads 2654.
- The region available for standard cell placement spans 141400 um2.
- The area of the chip is 143800 um2.
- The cell type with the largest total area is sky130_fd_sc_hd__edfxtp_1.
- The total wire length is 197800 um.
- The startpoint kind of the worst setup timing path is a primary input.
- The wire length of the first global-routing pass reads 280200 um.
- The prevailing post-synth register cell reads sky130_fd_sc_hd__edfxtp_1.
- The netlist area before placement is 56930 um2.
- Dividing the detail-routed wire length by the instance count gives 29.96 um.
- The iteration tally of the first detailed-router pass is 5.
- The critical path maximum fanout is 14.
- The number of nets still failing antenna checks after routing is 0.
- IR analysis of the VDD net gives a maximum drop of 0.2111 mV.
- In this run the vertical extent of the chip is 379.3 um.
- The final worst hold slack is 1.475 ns.
- The width of the die is 379.3 um.
- The most frequent cell after synthesis reads sky130_fd_sc_hd__and2_1.
- The tally of OpenROAD warnings reads 26.
- The register with the most flip-flops in the layout has 1024 of them.
- Per the synth stats, the proportion of register bits with asynchronous set or reset is 0%.
- The final period utilization reads 86.08%.
- The cell count in the Yosys report is 4653.
- The routed via count divided by cell count is 5.828.
- Post-CTS repair ended up resizing 0 cells.
- The site row count is 138.
- The maximum buffer depth of the clock tree reads 3.
- The global route stage reports its total congestion overflow as 0.
- The number of buffers inserted by hold repair at cts reads 0.
- The count of final max-slew check failures is 0.
- For the final routed database, the setup TNS stands at 0 ns.
- The post-synthesis sequential area ratio is 54.01%.
- The number of synthesized flops with an enable pin reads 1024.
- After synthesis, the cell types taking the most area are sky130_fd_sc_hd__edfxtp_1 54%, sky130_fd_sc_hd__mux2i_1 18%, sky130_fd_sc_hd__and2_1 11%.
- The count of cell types in the netlist reads 31.
- Once detailed placement completed, the half-perimeter wirelength came to 112900 um.
- The overall routing resource usage reads 29.48%.
- The endpoint class of the critical path is an output pin.
- Buffers inserted during clock tree synthesis total 112.
- The pin count of the biggest net entering global routing is 76.
- The number of antenna violations at the first check in global routing reads 10.
- The remaining max-slew budget at the tightest pin reads 31.96%.
- The number of input and output port buffers inserted is 112.
- The number of clock sinks seen by CTS is 1024.
[final timing paths]
kind	cells past startpoint	slack [ns]	to	start
worst max-delay path	8	0.88	rdData2[2]	sr2[2]
worst min-delay path	3	1.47	regfile[27][12]	wrData[12]
[cell families (layout without fill, tap and decap cells)]
kind of cell	Yosys count	in the layout	share of synthesized area (%)
multiplexers	1024	1024	18.00
AND-OR/OR-AND	608	608	7.314
flip-flops	1024	1024	54.01
AND/OR/NAND/NOR	1537	1537	15.94
other	0	10	0
buffers and inverters	460	510	4.734
[layout by cell type, fill, tap and decap left out, types with 2 or more instances in the layout]
cell type,n
sky130_fd_sc_hd__and2_4,2
sky130_fd_sc_hd__or3_1,2
sky130_fd_sc_hd__nand3_1,192
sky130_fd_sc_hd__clkbuf_1,19
sky130_fd_sc_hd__a22oi_1,192
sky130_fd_sc_hd__nor2b_4,4
sky130_fd_sc_hd__nand2_1,193
sky130_fd_sc_hd__mux2i_1,1024
sky130_fd_sc_hd__o21bai_4,32
sky130_fd_sc_hd__or2_1,3
sky130_fd_sc_hd__clkbuf_16,114
sky130_fd_sc_hd__a22o_1,128
sky130_fd_sc_hd__or3b_1,2
sky130_fd_sc_hd__clkdlybuf4s50_1,110
sky130_fd_sc_hd__nor2_8,16
sky130_fd_sc_hd__and2_1,1024
sky130_fd_sc_hd__nor3_1,64
sky130_fd_sc_hd__diode_2,10
sky130_fd_sc_hd__a21oi_1,192
sky130_fd_sc_hd__nand3b_2,3
sky130_fd_sc_hd__clkinv_2,22
sky130_fd_sc_hd__a31oi_1,64
sky130_fd_sc_hd__clkinv_1,23
sky130_fd_sc_hd__edfxtp_1,1024
sky130_fd_sc_hd__buf_4,154
sky130_fd_sc_hd__bufinv_16,20
sky130_fd_sc_hd__clkinvlp_4,2
sky130_fd_sc_hd__inv_6,3
sky130_fd_sc_hd__nand2b_1,2
sky130_fd_sc_hd__nor2_4,18
sky130_fd_sc_hd__nand2b_2,4
sky130_fd_sc_hd__nand2_2,3
sky130_fd_sc_hd__buf_8,2
sky130_fd_sc_hd__buf_12,39
sky130_fd_sc_hd__or2_2,3
[per-layer routing]
layer  vias up  GRT usage, %  part of all wire [%]
li1      16990             -                     -
met1     18770         37.11                    37
met2      2205         42.90                    44
met3       501         16.85                    14
met4        20         11.37                   4.8
met5         -         2.264                  0.19
[report_power, final]
group | switching (W) | internal, W
Clock | 0.00278 | 0.00410
Combinational | 0.00136 | 0.000796
Sequential | 0.000190 | 0.00791
[critical path, stage by stage]
cell	delay [ns]
sky130_fd_sc_hd__clkdlybuf4s50_1	0.61
sky130_fd_sc_hd__nor2b_4	0.62
sky130_fd_sc_hd__buf_12	0.24
sky130_fd_sc_hd__a22o_1	0.14
sky130_fd_sc_hd__nor3_1	0.04
sky130_fd_sc_hd__a31oi_1	0.45
sky130_fd_sc_hd__nand3_1	0.28
sky130_fd_sc_hd__clkdlybuf4s50_1	0.49
[through the flow]
stage | instance area (um2) | utilization [%] | total power (W) | instances | setup WS [ns]
2_1_floorplan | 56930 | - | 0.009432 | 4653 | 2.340
3_3_place_gp | 60150 | 42.53 | 0.01036 | 6388 | 0.9068
3_5_place_dp | 60150 | 42.53 | 0.01037 | 6388 | 0.9194
4_1_cts | 63930 | 45.21 | 0.01719 | 6593 | 0.9140
5_1_grt | 63940 | 45.21 | 0.01761 | 6594 | 0.7584
6_report | 63960 | 45.23 | 0.01714 | 6603 | 0.8771
[area by class of cell]
type                    instances  area, um2
repair buffers                305       3068
flip-flops and latches       1024      30750
diodes                         10      25.02
fillers                     12440      77460
clock buffers                 133       2924
multi-input cells            3169      23960
well taps                    1890       2365
clock inverters                72      863.3
Power is estimated from default activity; no workload was simulated.
