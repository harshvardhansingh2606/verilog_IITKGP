File: flow/config.mk
export PLATFORM = sky130hd
export DESIGN_NAME = pipeline_ex1
export DESIGN_NICKNAME = pipeline_ex1
export VERILOG_FILES = /design/flow/design.v
export SDC_FILE = /design/flow/constraint.sdc
export NUM_CORES = 4
export LEC_CHECK = 1
export CORE_UTILIZATION = 40
File: flow/run.sh
#!/bin/bash
# OpenROAD 26Q1-2900-gdf79404cd8, Yosys 0.63+post, stock flow scripts
make -C /OpenROAD-flow-scripts/flow DESIGN_CONFIG=/design/flow/config.mk WORK_HOME=/design/flow/orfs finish
File: flow/constraint.sdc
current_design pipeline_ex1

set clk_period 4.4
set clk_io_pct 0.2

create_clock -name clk0 -period $clk_period [get_ports {clk}]

set non_clock_inputs [all_inputs -no_clocks]
set_input_delay [expr $clk_period * $clk_io_pct] -clock clk0 $non_clock_inputs
set_output_delay [expr $clk_period * $clk_io_pct] -clock clk0 [all_outputs]
File: flow/design.v
module pipeline_ex1 (F,A,B,C,D,clk,rst);
    parameter N = 10;
    input clk,rst;
    input [N-1:0] A,B,C,D;
    output [N-1:0] F;
    reg [N-1:0] L12_x1, L12_x2, L12_D, L23_x3, L23_D, L_34_F;
    assign F=L_34_F;
    always @(posedge clk or posedge rst) begin
        if(rst) begin
            L12_x1<={N{1'b0}};
            L12_x2<={N{1'b0}};
            L12_D<={N{1'b0}};
            L23_x3<={N{1'b0}};
            L23_D<={N{1'b0}};
            L_34_F<={N{1'b0}};
        end
        else begin
            L12_x1<=A+B;
            L12_x2<=C-D;
            L12_D<=D;
            L23_x3<=L12_x1+L12_x2;
            L23_D<=L12_D;
            L_34_F<= L23_x3*L23_D;
        end
    end
endmodule
==> insert_results.sql <==
-- flow metrics import
INSERT INTO impl_metrics (metric_group, metric, value, unit) VALUES
('worst_hold_path', 'hold_class', 'flop to flop', ''),
('cells_and_area', 'layout.core_utilization', '50.7', '%'),
('clock_network', 'cts-buffers-inserted', '9', ''),
('cells_and_area', 'final_cell_area', '5000', 'um^2'),
('logic_synthesis', 'synth.yosys.chip_area', '4110', 'um^2'),
('power_and_ir_drop', 'cell_internal_pwr', '2.30', 'mW'),
('floorplan', 'die_x_size', '103', 'um'),
('global_route', 'gr-usage-all-layers', '15.1', '%'),
('outcome', 'outcome', 'completed', ''),
('floorplan', 'core_util_floorplan', '41.6', '%'),
('clock_network', 'htree_num_levels', '3', ''),
('floorplan', 'core_area', '9860', 'um^2'),
('clock_network', 'cts_max_path_bufs', '2', ''),
('floorplan', 'die_area', '10700', 'um^2'),
('power_and_ir_drop', 'net_switching_power_figure', '1.56', 'mW'),
('sta', 'setup_viol', '0', ''),
('logic_synthesis', 'post_synth_main_area_contributors', 'dfrtp_1, ha_1, fa_1', ''),
('logic_synthesis', 'ys_cells', '394', ''),
('clock_network', 'tritoncts_clock_tree', 'built', ''),
('drt', 'dr.first_iter.drc_count', '51', ''),
('clock_network', 'cts.reportedPaths.clkPinSlew', '0.07', 'ns'),
('global_route', 'grt_first_pass_wirelength', '11900', 'um'),
('placed_design', 'place_worst_setup_slack', '0.188', 'ns'),
('critical_path', 'timing.critical_path.from_type', 'flop', ''),
('global_route', 'number_of_antenna_violations_at_the_first_check_in_global_routing', '0', ''),
('sta', 'max_slew_headroom', '52.5', '%'),
('drt', 'drt-total-wl', '6920', 'um'),
('flow_run', 'number_of_warning_messages_in_the_logs', '25', ''),
('critical_path', 'crit_path_kind', 'flop to flop', ''),
('global_route', 'gr-max-usage-layer', 'met2', ''),
('logic_synthesis', 'post_synth.cell_area_avg', '10.4', 'um^2'),
('critical_path', 'critical_path_peak_fanout', '5', ''),
('logic_synthesis', 'postSynthRegisterBits', '60', ''),
('critical_path', 'crit_path_frequent_cell', 'xnor2_1', ''),
('logic_synthesis', 'synth-seq-area-share', '36.6', '%'),
('logic_synthesis', 'syn_inst', '394', ''),
('worst_hold_path', 'worst_hold_path.num_cells', '0', ''),
('power_and_ir_drop', 'share_clk_of_total_power', '12.8', '%'),
('clock_network', 'cts_sinks', '60', ''),
('sta', 'finalHoldWorstSlack', '0.345', 'ns'),
('sta', 'finalMaxSlewViolations', '0', ''),
('power_and_ir_drop', 'ir_worst_vdd', '0.000962', 'V'),
('sta', 'finalWorstPathRequiredPeriod', '4.14', 'ns'),
('placed_design', 'dpl.cell_count', '579', ''),
('sta', 'worst_slew_pin_slew', '0.711', 'ns'),
('power_and_ir_drop', 'power_density', '772', 'nW/um^2'),
('global_route', 'grt_use_met2', '26.8', '%'),
('clock_network', 'holdBufCountCts', '0', ''),
('logic_synthesis', 'netlist-cell-type-count', '34', ''),
('sta', 'timing_hold_violations_final', '0', ''),
('power_and_ir_drop', 'post-layout-total-power', '3.86', 'mW'),
('cells_and_area', 'final_layout_size_suffix_gt1_share', '6.06', '%'),
('logic_synthesis', 'synth-async-reset-ratio', '100', '%'),
('placed_design', 'gpl.final_weighted_congestion', '0.829', ''),
('sta', 'period_used_share', '94.1', '%'),
('critical_path', 'worst_r2r_path_depth', '16', ''),
('flow_run', 'max_cap_viol_count', '0', ''),
('global_route', 'pin_count_of_the_biggest_net_entering_global_routing', '37', ''),
('cells_and_area', 'layout-area-overhead-vs-synth', '21.7', '%'),
('floorplan', 'num_io_pins', '52', ''),
('critical_path', 'critPathArrivalTime', '4.40', 'ns'),
('power_and_ir_drop', 'power.combinational.fraction', '66.0', '%'),
('logic_synthesis', 'yosys.area.top_type_share', '36.6', '%'),
('placed_design', 'dpl_cell_area', '4790', 'um^2'),
('critical_path', 'timing.critical_path.slowest_stage_cell', 'fa_1', ''),
('logic_synthesis', 'flop_cell', 'dfrtp_1', ''),
('logic_synthesis', 'synth_area', '4110', 'um^2'),
('cells_and_area', 'layout.cells.non_filler', '595', ''),
('logic_synthesis', 'synthesis.yosys.warnings', '1', ''),
('critical_path', 'critical_path_max_stage_delay', '0.54', 'ns'),
('power_and_ir_drop', 'switching_share', '40.3', '%');
[final cells by class]
class | count | area (um^2)
repair buffers | 53 | 526
multi-input cells | 274 | 2380
clock inverters | 7 | 76.3
fillers | 877 | 4870
flip-flops and latches | 60 | 1500
clock buffers | 9 | 124
well taps | 133 | 166
inverters | 59 | 221
[power groups by stage]
stage     registers, mW  clock network [mW]  logic (mW)
6_report          0.822               0.492        2.55
5_1_grt           0.844               0.535        3.02
4_1_cts           0.826               0.514        2.60
[state kept, by name (all words and copies together), names as in the netlist]
register	cells
L23_D	10
L12_x1	10
L23_x3	10
L_34_F	10
L12_x2	10
L12_D	10
[final timing paths]
path | startpoint | endpoint | slack, ns
worst max-delay path | L23_x3[5] | L_34_F[9] | 0.26
worst min-delay path | L12_D[8] | L23_D[8] | 0.35
worst max register to register | L23_x3[5] | L_34_F[9] | 0.26
worst min register to register | L12_D[8] | L23_D[8] | 0.35
max in group asynchronous | rst | L12_x1[6] | 2.64
min in group asynchronous | rst | L_34_F[1] | 0.98
[metal layers]
metal	up-vias	part of all wire (%)
li1	1404	-
met1	1263	45
met2	54	50
met3	8	4.1
met4	0	1.1
met5	-	0
[cell usage after synthesis (all sizes together), types with 2 or more instances]
master,n
nor2,11
nor3,7
nand4,2
a2111oi,2
a21o,8
fa,25
dfrtp,60
a211o,2
o21a,3
and3,6
or4,2
ha,51
or2,2
xnor2,29
nand2,42
xor2,14
a21boi,4
inv,59
o21ai,11
nand3,4
nor2b,9
a21oi,15
nor4,2
and2,19
[layout by cell type, fill, tap and decap left out, drive strengths merged, types with 4 or more instances in the layout]
master / instances
nor3: 7
inv: 60
and3: 6
o21ai: 11
dfrtp: 60
nand3: 4
xnor2: 29
nor2b: 9
a21oi: 15
clkbuf: 9
ha: 51
a21boi: 4
clkdlybuf4s50: 51
nand2: 42
a21o: 8
xor2: 14
fa: 25
and2: 19
nor2: 11
[critical path: cells and delay by family, from the launching register on]
family | cells | cell delay (ns)
xor+xnor | 6 | 0.91
flops | 1 | 0.41
simple gates | 1 | 0.10
buf+inv | 4 | 0.20
fa+ha+maj | 5 | 2.44
[cells by family (layout without fill, tap and decap cells)]
kind of cell | count (synthesis) | in the layout | share of synthesized area, %
AOI/OAI and AO/OA | 48 | 48 | 8.26
xor gates and xnor gates | 43 | 43 | 9.17
adders and majority gates | 76 | 76 | 27.7
buffers and inverters | 60 | 128 | 5.51
DFF | 60 | 60 | 36.6
and+or+nand+nor | 107 | 107 | 12.8
Power and IR drop assume default switching activity.
